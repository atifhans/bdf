File: design/flow/config.mk
export PLATFORM = sky130hd
export DESIGN_NAME = pe_2in1out
export DESIGN_NICKNAME = pe_2in1out
export VERILOG_FILES = /design/flow/design.v
export SDC_FILE = /design/flow/constraint.sdc
export NUM_CORES = 4
export LEC_CHECK = 1
export CORE_UTILIZATION = 30
File: design/flow/constraint.sdc
current_design pe_2in1out

set clk_period 1.0
set clk_io_pct 0.2

create_clock -name clk0 -period $clk_period [get_ports {clk}]

set non_clock_inputs [all_inputs -no_clocks]
set_input_delay [expr $clk_period * $clk_io_pct] -clock clk0 $non_clock_inputs
set_output_delay [expr $clk_period * $clk_io_pct] -clock clk0 [all_outputs]
File: design/flow/design.v
package defines_pkg;
    parameter PROGFILENAME    = "prog_file1.txt";
    parameter ITERATION_BOUND = 128;
    parameter NUM_BUFFERS     = 12;
    parameter DATA_WIDTH      = 16;
    parameter CODE_LENGTH     = ITERATION_BOUND;
    parameter CODE_WIDTH      = NUM_BUFFERS*2;
endpackage
import defines_pkg::*;
module pe_2in1out #(parameter WIDTH   = 16,
                    parameter LATENCY = 15)
(
    input  logic                clk,
    input  logic                rst,
    input  logic [WIDTH-1:0]    data_in_1,
    input  logic [WIDTH-1:0]    data_in_2,
    output logic [WIDTH-1:0]    data_out_1
);
    logic [WIDTH-1:0] data_int[LATENCY];
    assign data_out_1 = data_int[LATENCY-1];
    always_ff @(posedge clk) begin
        if(rst) begin
            for(int i = 0; i < 15; i++) begin
                data_int[i] = 'd0;
            end
        end
        else begin
            data_int[0] <= data_in_1 | data_in_2;
            for(int i = 1; i < 15; i++) begin
                data_int[i] <= data_int[i-1];
            end
        end
    end
endmodule
File: design/flow/run.sh
#!/bin/bash
# OpenROAD 26Q1-2900-gdf79404cd8, Yosys 0.63+post, stock flow scripts
make -C /OpenROAD-flow-scripts/flow DESIGN_CONFIG=/design/flow/config.mk WORK_HOME=/design/flow/orfs finish
==> flow_summary_export.csv <==
group,metric,value,unit
floorplanning,core,21200,um2
clocking,clockRootBuffer,"clkbuf_16",
timing,rsz0062_at_grt,"yes",
drt,drc,0,
setup_path,timing.critical_path.from,"data_int[14][11]$_SDFF_PP0_",
grt,antenna_found_initial,0,
floorplanning,dieArea,22300,um2
layout,final_cells,869,
clocking,htree_levels,1,
logic_synthesis,fa_ha_area_share,0,%
setup_path,r2r-start,"data_int[8][15]$_SDFF_PP0_",
power_and_ir_drop,switching_share,19.0,%
logic_synthesis,postSynthSeqShare,73.9,%
setup_path,path_cells,"buf_2",
layout,largest_reg_flops,240,
setup_path,critPathRequiredTime,800,ps
drt,vias,3124,
power_and_ir_drop,power_density,2190,nW/um2
power_and_ir_drop,combPwrFrac,2.9,%
setup_path,cp-start-kind,"register",
drt,first_pass_iters,2,
logic_synthesis,synthAoiAreaFrac,2.46,%
setup_path,crit_buf_inv,1,
setup_path,crit_path_top_delay_cell,"dfxtp_2",
drt,final_antenna_net_count,0,
run,max_cap_violations,0,
power_and_ir_drop,seqPwrFrac,55.1,%
drt,initialDrtViolationCount,97,
clocking,numCtsBuffers,22,
logic_synthesis,yosys-stat-area,6500,um2
power_and_ir_drop,clockPowerShare,42.1,%
floorplanning,fp.dieW,149,um
placement,place_ws,60.1,ps
grt,grt_pass1_wl,11500,um
timing,whs,36.8,ps
run_status,violations,"setup timing",
logic_synthesis,synth.logic.top_family,"simple AND/OR/NAND/NOR gates",
layout,syn_to_final_growth,24.2,%
grt,top_usage_layer,"met2",
setup_path,r2r_cells,1,
setup_path,crit_type,"register to primary output",
layout,fillCellCount,1915,
worst_hold_path,min_from,"rst",
grt,use_met3,1.90,%
power_and_ir_drop,switching_power,0.00336,W
layout,comb_area,1570,um2
setup_path,cp_max_fo,1,
worst_hold_path,hold_depth,2,
logic_synthesis,ys_sh_xor,0,%
layout,reg.largest.list,"data_int: 240 flops",
power_and_ir_drop,leakage,3.22,nW
setup_path,cp_top_family,"flip-flops",
drt,vias_per_cell,3.59,
setup_path,max_stage_delay,310,ps
clocking,path_clk_slew,60,ps
logic_synthesis,synth_flop_count,240,
timing,slew_viol_final,0,
drt,routed_wl,6540,um
clocking,clockBufferDepth,3,
grt,grt_usage,6.31,%
placement,io_buffer_count,49,
placement,hpwl,3590,um
floorplanning,placementRows,53,
logic_synthesis,syn_inst,506,
grt,use_met2,10.1,%
setup_path,cp.depth,1,
timing,fin_crit,1090,ps
grt,grt_max_degree,40,
logic_synthesis,mux_share,0,%
logic_synthesis,synth.avg_cell_area,12.8,um2
floorplanning,ios,50,
grt,grt_overflow,0,
setup_path,end_kind,"primary output",
drt,wl_per_cell,7.52,um
timing,setup_violations,16,
clocking,cts_tree,"done",
timing,layout_setup_ws,-87.8,ps
timing,finClkSkew,12.3,ps
layout,flop_area,4810,um2
logic_synthesis,ys_cells,506,
layout,drive_gt1_share,15.7,%
timing,hold_viol,0,
timing,period_used_share,109,%
logic_synthesis,synth_warnings,2,
clocking,worstSkewPairLatency,490,ps
run,log.warning_count,27,
timing,relSlewSlack,87.6,%
grt,grt_pass1_vias,2733,
timing,max_freq,919,MHz
placement,routabilityCongestion,0.670,
worst_hold_path,hp-class,"input port to register",
run_status,run_status,"complete, but fails checks",
floorplanning,fp_util,30.7,%
drt,n_antenna_cell,0,
power_and_ir_drop,peakVddDrop,0.000980,V
timing,worst_pin_slew,186,ps
logic_synthesis,synth_area,6500,um2
logic_synthesis,simple_gate_share,21.6,%
setup_path,worstPathArrival,890,ps
floorplanning,fp.dieH,149,um
clocking,clock-sinks,240,
power_and_ir_drop,internal_power,0.0143,W
grt,gr-usage-met1,8.17,%
logic_synthesis,synth_cell_types,7,
placement,dp.cells,831,
layout,regMostFlops,"data_int",
-- cell type report --
| class | instances | area share [%] |
|---|---|---|
| clock buffer | 30 | 7.58 |
| multi-input combinational | 240 | 19.4 |
| sequential | 240 | 59.5 |
| timing repair buffer | 76 | 8.69 |
| tap | 275 | 4.26 |
| clock inverter | 8 | 0.558 |
-- cell usage in the layout, fill, tap and decap left out, drive strengths merged --
cell / n
dfxtp: 240
nor2b: 220
buf: 44
clkdlybuf4s50: 32
clkbuf: 30
o21ba: 16
clkinv: 6
and2b: 4
clkinvlp: 2
-- final timing paths --
| kind | endpoint | slack (ps) |
|---|---|---|
| max reg2reg | data_int[9][15]$_SDFF_PP0_ | 460 |
| min reg2reg | data_int[8][7]$_SDFF_PP0_ | 420 |
| min | data_int[0][1]$_SDFF_PP0_ | 40 |
| max | data_out_1[11] | -90 |
-- cells by family (layout without fill, tap and decap cells) --
logic type             count (synthesis)  count (layout)
AND/OR/NAND/NOR                      224             224
AND-OR/OR-AND                         16              16
buffers and inverters                 26             114
flip-flops                           240             240
-- through the flow --
step | total power (W) | util, % | TNS (ps) | area [um2]
finish | 0.0177 | 38.2 | -1180 | 8080
global route | 0.0184 | 38.2 | -1830 | 8080
global placement | 0.0104 | 35.4 | 0 | 7500
floorplan | 0.0102 | - | 0 | 6500
CTS | 0.0179 | 38.2 | -1510 | 8080
detailed placement | 0.0104 | 35.4 | 0 | 7500
-- metal layers --
layer  vias up  share of wire (%)
met5         -                  0
met4         0                3.6
met3        18                7.1
met2        72                 43
met1      1356                 46
li1       1678                  -
-- cells in the mapped netlist --
cell      instances  area share, %
dfxtp_1         240             74
buf_2            22            1.7
buf_4             1           0.12
and2b_1           4           0.46
clkbuf_1          3           0.17
o21ba_2          16            2.5
nor2b_1         220             21
-- power by group through the flow --
stage,Sequential (W),Combinational [W],Clock [W]
6_report,0.00972,0.000505,0.00743
4_1_cts,0.00972,0.000519,0.00767
5_1_grt,0.00972,0.000559,0.00815
-- what timing repair did --
item                       4_1_cts  5_1_grt
hold buffers                     0        0
setup endpoints to repair       16       16
setup buffers                    0        0
resized                         49        0
Power and IR drop assume default switching activity.
