==> /design/flow/design.v <==
package defines_pkg;
    parameter PROGFILENAME    = "prog_file1.txt";
    parameter ITERATION_BOUND = 128;
    parameter NUM_BUFFERS     = 12;
    parameter DATA_WIDTH      = 16;
    parameter CODE_LENGTH     = ITERATION_BOUND;
    parameter CODE_WIDTH      = NUM_BUFFERS*2;
endpackage
import defines_pkg::*;
module pe_1in2out #(parameter WIDTH   = 16,
                    parameter LATENCY = 15)
(
    input  logic                clk,
    input  logic                rst,
    input  logic [WIDTH-1:0]    data_in_1,
    output logic [WIDTH-1:0]    data_out_1,
    output logic [WIDTH-1:0]    data_out_2
);
    logic [WIDTH-1:0] data_int[LATENCY];
    assign data_out_1 = data_int[LATENCY-1];
    assign data_out_2 = data_int[LATENCY-1];
    always_ff @(posedge clk) begin
        if(rst) begin
            for(int i = 0; i < 15; i++) begin
                data_int[i] = 'd0;
            end
        end
        else begin
            data_int[0] <= data_in_1;
            for(int i = 1; i < 15; i++) begin
                data_int[i] <= data_int[i-1];
            end
        end
    end
endmodule
==> /design/flow/run.sh <==
#!/bin/bash
# OpenROAD 26Q1-2900-gdf79404cd8, Yosys 0.63+post, stock flow scripts
make -C /OpenROAD-flow-scripts/flow DESIGN_CONFIG=/design/flow/config.mk WORK_HOME=/design/flow/orfs finish
==> /design/flow/config.mk <==
export PLATFORM = sky130hd
export DESIGN_NAME = pe_1in2out
export DESIGN_NICKNAME = pe_1in2out
export VERILOG_FILES = /design/flow/design.v
export SDC_FILE = /design/flow/constraint.sdc
export NUM_CORES = 4
export LEC_CHECK = 1
export CORE_UTILIZATION = 40
==> /design/flow/constraint.sdc <==
current_design pe_1in2out

set clk_period 1.0
set clk_io_pct 0.2

create_clock -name clk0 -period $clk_period [get_ports {clk}]

set non_clock_inputs [all_inputs -no_clocks]
set_input_delay [expr $clk_period * $clk_io_pct] -clock clk0 $non_clock_inputs
set_output_delay [expr $clk_period * $clk_io_pct] -clock clk0 [all_outputs]
==> impl_metrics.csv <==
group,metric,value,unit
drt,dr.first_iter.drc_count,108,
finish,area_growth,17.95,%
finish,top_regs,"data_int x240",
power,power,17810,µW
drt,dr.pass1.iters,3,
timing,max_freq,920.9,MHz
grt,grt_usage,7.845,%
placed_design,place_ws,0.02702,ns
synthesis,synth-simple-area-share,22.92,%
setup_path,path_delay_family,"flip-flops",
synthesis,syn_area,0.006551,mm²
synthesis,yosysWarnings,2,
run,max_cap_violations,0,
floorplanning,initial_core_util,41.09,%
synthesis,yosys.area.top_type,"dfxtp_1",
timing,period_needed,1.086,ns
setup_path,crit_slowest_cell,"dfxtp_2",
synthesis,top_cells_by_area,"dfxtp_1, nor2b_1, buf_4",
run,warning_count,27,
synthesis,yosys_cells,522,
grt,antenna_found_initial,0,
setup_path,crit_start,"data_int[14][9]",
grt,grt_pass1_vias,2501,
synthesis,ys_area,0.006551,mm²
floorplanning,io_pins,50,
placed_design,hpwl,2928,µm
floorplanning,die-width,130.0,µm
finish,drive_above_1_share,15.63,%
finish,largest_reg_flops,240,
power,leakagePower,0.003138,µW
hold_path,hold_path.class,"primary input to flip-flop",
timing,finClkSkew,0.003917,ns
grt,grt_max_degree,51,
timing,setup_viol,32,
power,cell_internal_pwr,14500,µW
synthesis,ys_ff,240,
setup_path,reg2reg_setup_slack,0.47,ns
clock_network,insertion_delay,0.47,ns
drt,avgViaCountPerCell,3.788,
setup_path,cpPeakStageDelay,0.31,ns
power,power_frac_seq,54.3,%
timing,worst_pin_slew,0.2044,ns
timing,fin_crit_sh,108.6,%
drt,route.detailed.wl_per_inst,7.715,µm
clock_network,cts_sinks,240,
setup_path,critPathCaptureType,"output port",
status,status,"complete, but fails checks",
power,vdd_drop_max,1.088,mV
setup_path,path_class,"flip-flop to output port",
synthesis,synthCells,522,
floorplanning,die_h,130.0,µm
power,p_switching,3312,µW
setup_path,rr_worst_depth,1,
synthesis,adder_share,0,%
clock_network,clk_pin_slew,0.06,ns
synthesis,ys_sh_mux,0,%
synthesis,flop_cell,"dfxtp_1",
power,combPwrFrac,1.7,%
clock_network,cts_tree,"yes",
floorplanning,row_count,46,
drt,num_antenna_cells,0,
floorplanning,coreArea,0.01594,mm²
synthesis,ys_sh_aoi,0,%
setup_path,cp_num_buf_inv,1,
drt,routed_wl,6110,µm
drt,postRouteAntennaNets,0,
setup_path,critPathMaxFanout,2,
clock_network,postCtsSetupRepairBufs,0,
floorplanning,dieArea,0.01689,mm²
power,p_per_area,2305,mW/mm²
setup_path,critPathRequiredTime,0.80,ns
setup_path,critical_path_arrival,0.89,ns
timing,fin_ws,-0.08594,ns
timing,fin_tns_setup,-2.582,ns
setup_path,start_kind,"flip-flop",
synthesis,top_cell_area_share,73.34,%
clock_network,htreeDepth,1,
setup_path,r2r-end,"data_int[2][14]",
timing,slew_viol_final,0,
timing,hold_viol,0,
finish,fillers,1366,
finish,max_flop_register,"data_int",
synthesis,async_flop_share,0,%
status,violations,"setup timing",
placed_design,io_buffers,49,
timing,hold_ws,0.01047,ns
drt,vias,3000,
synthesis,top_cells_by_count,"dfxtp_1, nor2b_1, buf_2, buf_4, clkbuf_1",
setup_path,cp.depth,1,
clock_network,cts-root-buf,"clkbuf_16",
setup_path,worstPathCellList,"buf_2",
synthesis,synth.comb.largest_family,"simple AND/OR/NAND/NOR gates",
synthesis,edf_count,0,
synthesis,yosysSeqAreaShare,73.34,%
synthesis,xor_area_share,0,%
drt,drc,0,
synthesis,syn-mean-instance-area,12.55,µm²
placed_design,gp_congestion,0.6745,
grt,overflow,0,
setup_path,r2r-start,"data_int[1][14]",
timing,rsz0062_at_grt,"yes",
setup_path,crit_end,"data_out_1[9]",
synthesis,synth.distinct_cells,5,
power,p_sw_share,18.59,%
clock_network,cts_buffers,22,
timing,slew_headroom,86.37,%
grt,grt_pass1_wl,10700,µm
clock_network,clockBufferDepth,3,
power,power.share.clock,43.9,%
## repair_timing
action                     in CTS  in global routing
hold buffers                    0                  0
cloned                          0                  0
setup endpoints to repair      32                 32
resized                       112                  0
## cells in the final DEF, fill, tap and decap left out
cell type          n
nor2b_1          240
dfxtp_1          224
buf_2             32
clkbuf_16         23
dfxtp_2           16
clkdlybuf4s50_1   16
clkbuf_1           6
clkinv_2           5
buf_4              5
clkbuf_8           3
buf_12             3
clkinvlp_4         1
bufinv_16          1
buf_6              1
## per-layer routing
metal | routed length, µm | track usage (%) | vias up
met5 | 0 | 0 | -
met4 | 216 | 2.736 | 0
met3 | 395 | 2.088 | 16
met2 | 2445 | 12.05 | 70
met1 | 3052 | 11.17 | 1287
li1 | - | - | 1627
## cell families (layout without fill, tap and decap cells)
logic type,after synthesis,in the layout
DFF,240,240
and+or+nand+nor,240,240
buffers and inverters,42,96
## cell type report
class | instances | area [µm²] | share of cell area, %
tap | 216 | 270.3 | 3.497
sequential | 240 | 4825 | 62.44
clock buffer | 32 | 639.4 | 8.274
timing repair buffer | 57 | 429.2 | 5.554
multi-input combinational | 240 | 1501 | 19.43
clock inverter | 7 | 62.56 | 0.8096
## power groups by stage
stage / Clock (µW) / Sequential (µW) / Combinational [µW]
after CTS: 8110 / 9680 / 321
after global routing: 8520 / 9680 / 351
final: 7830 / 9680 / 311
## through the flow
stage	cell area [µm²]	utilization, %	instances
4_1_cts	7727	48.47	792
6_report	7727	48.47	792
2_1_floorplan	6551	-	522
3_3_place_gp	7166	44.95	753
5_1_grt	7727	48.47	792
3_5_place_dp	7166	44.95	753
## how the worst min path moves through the flow
stage	to	depth (start not counted)	startpoint
finish	data_int[9][2]	2	rst
global route	data_int[8][2]	2	rst
CTS	data_int[9][2]	2	rst
Power and IR drop assume default switching activity.
