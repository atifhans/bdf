==> /design/flow/design.v <==
package defines_pkg;
    parameter PROGFILENAME    = "prog_file1.txt";
    parameter ITERATION_BOUND = 128;
    parameter NUM_BUFFERS     = 12;
    parameter DATA_WIDTH      = 16;
    parameter CODE_LENGTH     = ITERATION_BOUND;
    parameter CODE_WIDTH      = NUM_BUFFERS*2;
endpackage
import defines_pkg::*;
module pe_2in2out #(parameter WIDTH   = 16,
                    parameter LATENCY = 15)
(
    input  logic                clk,
    input  logic                rst,
    input  logic [WIDTH-1:0]    data_in_1,
    input  logic [WIDTH-1:0]    data_in_2,
    output logic [WIDTH-1:0]    data_out_1,
    output logic [WIDTH-1:0]    data_out_2
);
    logic [WIDTH-1:0] data_int[LATENCY];
    assign data_out_1 = data_int[LATENCY-1];
    assign data_out_2 = data_int[LATENCY-1];
    always_ff @(posedge clk) begin
        if(rst) begin
            for(int i = 0; i < 15; i++) begin
                data_int[i] = 'd0;
            end
        end
        else begin
            data_int[0] <= data_in_1 | data_in_2;
            for(int i = 1; i < 15; i++) begin
                data_int[i] <= data_int[i-1];
            end
        end
    end
endmodule
==> /design/flow/run.sh <==
#!/bin/bash
# OpenROAD 26Q1-2900-gdf79404cd8, Yosys 0.63+post, stock flow scripts
make -C /OpenROAD-flow-scripts/flow DESIGN_CONFIG=/design/flow/config.mk WORK_HOME=/design/flow/orfs finish
==> /design/flow/config.mk <==
export PLATFORM = sky130hd
export DESIGN_NAME = pe_2in2out
export DESIGN_NICKNAME = pe_2in2out
export VERILOG_FILES = /design/flow/design.v
export SDC_FILE = /design/flow/constraint.sdc
export NUM_CORES = 4
export LEC_CHECK = 1
export CORE_UTILIZATION = 30
==> /design/flow/constraint.sdc <==
current_design pe_2in2out

set clk_period 1.0
set clk_io_pct 0.2

create_clock -name clk0 -period $clk_period [get_ports {clk}]

set non_clock_inputs [all_inputs -no_clocks]
set_input_delay [expr $clk_period * $clk_io_pct] -clock clk0 $non_clock_inputs
set_output_delay [expr $clk_period * $clk_io_pct] -clock clk0 [all_outputs]
==> reports/metrics.cfg <==
[cts]
clock-sinks=240
root_buffer=clkbuf_16
cts_hold_buffers=0
cts_tree=done
cts_buffers=22
clockBufferDepth=3
h-tree-depth=1
clkTransAtPathRegs_ns=0.06
clk_latency_ns=0.48

[die]
die_x_um=151
core_mm2=0.0214
rows=53
die_y_um=151
io-pin-count=66
fp_util_pct=31.0
die_area_mm2=0.0227

[final_timing]
whs_ns=0.0975
timing.final.crit_period_ns=1.09
finClkSkew_ns=0.00525
setup_viol=32
max_slew_margin_pct=81.4
grt_setup_unrepaired=yes
fin_crit_sh_pct=109
drv_slew=0
max_slew.worst_pin.slew_ns=0.279
fmax_ghz=0.916
postLayoutSetupSlackWorst_ns=-0.0911
hold_violations=0

[min_path]
hold_class=in2reg
hp-start=rst
hold_end=data_int[0][14]
whs_path_depth=2

[route]
wl_mm=6.54
wl_per_cell_um=7.49
vias=3165
drc_errors=0
first_iter_violations=69
first_pass_iters=3
ant_nets=0
viasPerCell=3.63
antenna_cells_inserted=0

[setup_path]
reg2reg_from=data_int[13][5]
rrSetupSlack_ns=0.46
setup.worst_path.end_class=output port
arrival_ns=0.89
worst_path_largest_cell_delay_ns=0.31
critPathMaxFanout=2
path_class=reg2out
rr_worst_depth=1
timing.rr.end=data_int[14][5]
crit_slowest_cell=dfxtp_2
critPathRequiredTime_ns=0.80
cp_cell_sequence=buf_2
crit_path_start_kind=flip-flop
cpLargestDelayFamily=flip-flops
cp_num_buf_inv=1

[placed_design]
numPortBuffers=65
dpl-instance-area_mm2=0.00755
placed_cells=836
gp_congestion=0.675
dp_hpwl_mm=3.44
pre_cts_ws_ns=0.0330

[finish]
reg_top3=data_int: 240 flops
final_area_mm2=0.00808
top_register=data_int
instances_no_fill=873
largest_reg_flops=240
fill_cells=2018
synthToLayoutAreaGrowth_pct=22.1
drive_gt1_share_pct=18.9
utilization_pct=37.8

[outcome]
violations=negative setup slack
status=finished with violations

[global_route]
grt_max_degree=74
grt_use_total_pct=6.20
grt_pass1_wl_mm=11.4
grt_pass1_vias=2786
antenna_found_initial=0
grt_overflow_total=0

[run]
tool_warnings=27
maxCapViolCount=0

[power_and_ir_drop]
p_leak_nw=3.27
peakVddDrop_uv=1100
powerDensity_mw_per_mm2=2200

[synthesis]
syn_area_mm2=0.00662
ys_chip_area_mm2=0.00662
netlist_instances=522
yosysSeqAreaShare_pct=72.6
yosysWarnings=2
syn_area_per_cell_um2=12.7
synthDistinctLibCells=7
yosysCellCount=522
synth_flops=240

[report_power, final]
part | switching [mW] | internal, mW | leakage, nW
clock network | 3.17 | 4.43 | 0.337
logic | 0.183 | 0.277 | 0.979
registers | 0.0212 | 9.69 | 1.95
[Yosys cell counts]
master	number	area, um^2
dfxtp_1	240	4800
nor2b_1	220	1380
buf_2	22	110
buf_4	17	128
o21ba_2	16	160
and2b_1	4	30.0
clkbuf_1	3	11.3
[routing by layer]
metal  routed length, um  share of wire (%)  GRT usage (%)  vias up
met5                   0                  0              0        -
met4                 260                4.0           2.37        0
met3                 506                7.7           1.82       21
met2                2710                 41           10.2       92
met1                3070                 47           7.81     1354
li1                    -                  -              -     1698
[placed cells by master (no fill, tap or decap)]
cell type,count
clkbuf_16,23
dfxtp_1,224
dfxtp_2,16
and2b_1,4
buf_6,1
buf_4,11
o21ba_2,16
buf_2,32
nor2b_1,220
clkinv_2,5
clkbuf_1,5
clkbuf_8,3
buf_12,5
clkdlybuf4s50_1,32
inv_8,1
[worst max path at each step]
stage                 from              to  slack (ns)  depth (start not counted)
4_1_cts    data_int[14][6]   data_out_1[6]       -0.12                          1
5_1_grt    data_int[14][4]   data_out_2[4]       -0.14                          1
6_report  data_int[14][15]  data_out_1[15]       -0.09                          1
[logic make-up (layout without fill, tap and decap cells)]
family | Yosys count | after routing | synth area share, %
buffers and inverters | 42 | 118 | 3.76
flip-flops | 240 | 240 | 72.6
AND/OR/NAND/NOR | 224 | 224 | 21.2
AND-OR/OR-AND | 16 | 16 | 2.42
[area by class of cell]
cell class                 instances  area [um^2]  share of cell area (%)
timing repair buffer              81          674                    8.34
sequential                       240         4820                    59.7
clock buffer                      31          636                    7.87
clock inverter                     6         36.3                   0.449
multi-input combinational        240         1570                    19.4
tap                              275          344                    4.26
[what timing repair did]
item / CTS / global route
resized: 112 / 0
setup buffers: 0 / 0
endpoints found under the setup margin: 32 / 32
endpoints found under the hold margin: 0 / 0
[through the flow]
step	setup TNS, ns	power [mW]
6_report	-2.77	17.8
3_3_place_gp	0	10.4
4_1_cts	-3.55	18.0
2_1_floorplan	0	10.2
5_1_grt	-4.13	18.5
3_5_place_dp	0	10.4
Power figures rest on the tool's default switching activity, not on a simulated workload.
